===== flow/design.v =====
`timescale 1ns / 1ps
module AES_wrapper_FSM(
    input clk,nrst,pb1_pulse,pb3_pulse,finished,
    output reg v0,v1,v2,v3,m0,m1,m2,m3,k0,k1,k2,k3,ron,start_enc,disp
    );
    reg [18:0] state, next_state;
    parameter Init = 19'b0000000000000000001,  
              Vector0 = 19'b0000000000000000010,
              Vector1 = 19'b0000000000000000100,
              Vector2 = 19'b0000000000000001000,
              Vector3= 19'b0000000000000010000,
              Message_mode= 19'b0000000000000100000,
              Message0=19'b0000000000001000000,
              Message1= 19'b0000000000010000000,
              Message2= 19'b0000000000100000000,
              Message3= 19'b0000000001000000000,
              Key_mode= 19'b0000000010000000000,
              Key0= 19'b0000000100000000000,
              Key1= 19'b0000001000000000000,
              Key2= 19'b0000010000000000000,
              Key3= 19'b0000100000000000000,
              Round= 19'b0001000000000000000,
              Encrypt= 19'b0010000000000000000,
              Output_data= 19'b0100000000000000000,
              Display= 19'b1000000000000000000;
    always@(posedge clk or negedge nrst)
        begin: STATE_REGISTER
            if (!nrst)
                state <= Init;
            else
                state <= next_state;
        end
    always@ (state or pb1_pulse,pb3_pulse,finished) 
        begin: Next_State_Logic
            case(state)
                Init: begin
                    if(pb1_pulse)        begin next_state = Vector0;      end
                    else            begin next_state = Init;    end         
                end
                Vector0: begin
                    if(pb1_pulse)        begin next_state = Vector1;      end
                    else            begin next_state = Vector0;    end   
               end    
                 Vector1: begin
                    if(pb1_pulse)        begin next_state = Vector2;      end
                    else            begin next_state = Vector1;    end   
               end 
               Vector2: begin
                    if(pb1_pulse)        begin next_state = Vector3;      end
                    else            begin next_state = Vector2;    end   
               end
               Vector3: begin
                    if(pb3_pulse)        begin next_state = Message_mode;  end
                    else            begin next_state = Vector3;    end   
               end 
               Message_mode: begin
                    if(pb1_pulse)        begin next_state = Message0;  end
                    else            begin next_state = Message_mode;    end   
               end        
               Message0: begin
                    if(pb1_pulse)        begin next_state = Message1;  end
                    else            begin next_state = Message0;    end   
               end
               Message1: begin
                    if(pb1_pulse)        begin next_state = Message2;  end
                    else            begin next_state = Message1;    end   
               end
               Message2: begin
                    if(pb1_pulse)        begin next_state = Message3;  end
                    else            begin next_state = Message2;    end   
               end
               Message3: begin
                    if(pb3_pulse)        begin next_state = Key_mode;  end
                    else            begin next_state = Message3;    end   
               end
               Key_mode: begin
                    if(pb1_pulse)        begin next_state = Key0;  end
                    else            begin next_state = Key_mode;    end   
               end
               Key0: begin
                    if(pb1_pulse)        begin next_state = Key1;  end
                    else            begin next_state = Key0;    end   
               end
               Key1: begin
                    if(pb1_pulse)        begin next_state = Key2;  end
                    else            begin next_state = Key1;    end   
               end
               Key2: begin
                    if(pb1_pulse)        begin next_state = Key3;  end
                    else            begin next_state = Key2;    end   
               end 
               Key3: begin
                    if(pb3_pulse)        begin next_state = Round;  end
                    else            begin next_state = Key3;    end   
               end 
               Round: begin
                    if(pb3_pulse)        begin next_state = Encrypt;  end
                    else            begin next_state = Round;    end   
               end
               Encrypt: begin
                    if(finished)        begin next_state = Output_data;  end
                    else            begin next_state = Encrypt;    end   
               end
               Output_data: begin
                     next_state = Display;       
               end
               Display: begin
                    next_state = Display;       
               end
                 default: begin
                    next_state = Init;
                 end
        endcase
    end
    always@(state)
        begin: Moore_Outputs
        case (state)
            Init: begin
               v0 =1'b0;
               v1 =1'b0;
               v2 =1'b0;
               v3 =1'b0;
               m0 =1'b0;
               m1 =1'b0;
               m2 =1'b0;
               m3 =1'b0;
               k0 =1'b0;
               k1 =1'b0;
               k2 =1'b0;
               k3 =1'b0;
               ron =1'b0;
               start_enc =1'b0;
               disp =1'b0;
            end
            Vector0: begin
               v0 =1'b1;
               v1 =1'b0;
               v2 =1'b0;
               v3 =1'b0;
               m0 =1'b0;
               m1 =1'b0;
               m2 =1'b0;
               m3 =1'b0;
               k0 =1'b0;
               k1 =1'b0;
               k2 =1'b0;
               k3 =1'b0;
               ron =1'b0;
               start_enc =1'b0;
               disp =1'b0;
            end
            Vector1: begin
               v0 =1'b0;
               v1 =1'b1;
               v2 =1'b0;
               v3 =1'b0;
               m0 =1'b0;
               m1 =1'b0;
               m2 =1'b0;
               m3 =1'b0;
               k0 =1'b0;
               k1 =1'b0;
               k2 =1'b0;
               k3 =1'b0;
               ron =1'b0;
               start_enc =1'b0;
               disp =1'b0;
            end
            Vector2: begin
               v0 =1'b0;
               v1 =1'b0;
               v2 =1'b1;
               v3 =1'b0;
               m0 =1'b0;
               m1 =1'b0;
               m2 =1'b0;
               m3 =1'b0;
               k0 =1'b0;
               k1 =1'b0;
               k2 =1'b0;
               k3 =1'b0;
               ron =1'b0;
               start_enc =1'b0;
               disp =1'b0;
            end
            Vector3: begin
               v0 =1'b0;
               v1 =1'b0;
               v2 =1'b0;
               v3 =1'b1;
               m0 =1'b0;
               m1 =1'b0;
               m2 =1'b0;
               m3 =1'b0;
               k0 =1'b0;
               k1 =1'b0;
               k2 =1'b0;
               k3 =1'b0;
               ron =1'b0;
               start_enc =1'b0;
               disp =1'b0;
            end
            Message_mode: begin
               v0 =1'b0;
               v1 =1'b0;
               v2 =1'b0;
               v3 =1'b0;
               m0 =1'b0;
               m1 =1'b0;
               m2 =1'b0;
               m3 =1'b0;
               k0 =1'b0;
               k1 =1'b0;
               k2 =1'b0;
               k3 =1'b0;
               ron =1'b0;
               start_enc =1'b0;
               disp =1'b0;
            end
            Message0: begin
               v0 =1'b0;
               v1 =1'b0;
               v2 =1'b0;
               v3 =1'b0;
               m0 =1'b1;
               m1 =1'b0;
               m2 =1'b0;
               m3 =1'b0;
               k0 =1'b0;
               k1 =1'b0;
               k2 =1'b0;
               k3 =1'b0;
               ron =1'b0;
               start_enc =1'b0;
               disp =1'b0;
            end
            Message1: begin
               v0 =1'b0;
               v1 =1'b0;
               v2 =1'b0;
               v3 =1'b0;
               m0 =1'b0;
               m1 =1'b1;
               m2 =1'b0;
               m3 =1'b0;
               k0 =1'b0;
               k1 =1'b0;
               k2 =1'b0;
               k3 =1'b0;
               ron =1'b0;
               start_enc =1'b0;
               disp =1'b0;
            end
            Message2: begin
               v0 =1'b0;
               v1 =1'b0;
               v2 =1'b0;
               v3 =1'b0;
               m0 =1'b0;
               m1 =1'b0;
               m2 =1'b1;
               m3 =1'b0;
               k0 =1'b0;
               k1 =1'b0;
               k2 =1'b0;
               k3 =1'b0;
               ron =1'b0;
               start_enc =1'b0;
               disp =1'b0;
            end
            Message3: begin
               v0 =1'b0;
               v1 =1'b0;
               v2 =1'b0;
               v3 =1'b0;
               m0 =1'b0;
               m1 =1'b0;
               m2 =1'b0;
               m3 =1'b1;
               k0 =1'b0;
               k1 =1'b0;
               k2 =1'b0;
               k3 =1'b0;
               ron =1'b0;
               start_enc =1'b0;
               disp =1'b0;
            end
            Key_mode: begin
               v0 =1'b0;
               v1 =1'b0;
               v2 =1'b0;
               v3 =1'b0;
               m0 =1'b0;
               m1 =1'b0;
               m2 =1'b0;
               m3 =1'b0;
               k0 =1'b0;
               k1 =1'b0;
               k2 =1'b0;
               k3 =1'b0;
               ron =1'b0;
               start_enc =1'b0;
               disp =1'b0;
            end
            Key0: begin
               v0 =1'b0;
               v1 =1'b0;
               v2 =1'b0;
               v3 =1'b0;
               m0 =1'b0;
               m1 =1'b0;
               m2 =1'b0;
               m3 =1'b0;
               k0 =1'b1;
               k1 =1'b0;
               k2 =1'b0;
               k3 =1'b0;
               ron =1'b0;
               start_enc =1'b0;
               disp =1'b0;
            end
            Key1: begin
               v0 =1'b0;
               v1 =1'b0;
               v2 =1'b0;
               v3 =1'b0;
               m0 =1'b0;
               m1 =1'b0;
               m2 =1'b0;
               m3 =1'b0;
               k0 =1'b0;
               k1 =1'b1;
               k2 =1'b0;
               k3 =1'b0;
               ron =1'b0;
               start_enc =1'b0;
               disp =1'b0;
            end
            Key2: begin
               v0 =1'b0;
               v1 =1'b0;
               v2 =1'b0;
               v3 =1'b0;
               m0 =1'b0;
               m1 =1'b0;
               m2 =1'b0;
               m3 =1'b0;
               k0 =1'b0;
               k1 =1'b0;
               k2 =1'b1;
               k3 =1'b0;
               ron =1'b0;
               start_enc =1'b0;
               disp =1'b0;
            end
            Key3: begin
               v0 =1'b0;
               v1 =1'b0;
               v2 =1'b0;
               v3 =1'b0;
               m0 =1'b0;
               m1 =1'b0;
               m2 =1'b0;
               m3 =1'b0;
               k0 =1'b0;
               k1 =1'b0;
               k2 =1'b0;
               k3 =1'b1;
               ron =1'b0;
               start_enc =1'b0;
               disp =1'b0;
            end
            Round: begin
               v0 =1'b0;
               v1 =1'b0;
               v2 =1'b0;
               v3 =1'b0;
               m0 =1'b0;
               m1 =1'b0;
               m2 =1'b0;
               m3 =1'b0;
               k0 =1'b0;
               k1 =1'b0;
               k2 =1'b0;
               k3 =1'b0;
               ron =1'b1;
               start_enc =1'b0;
               disp =1'b0;
            end
            Encrypt: begin
               v0 =1'b0;
               v1 =1'b0;
               v2 =1'b0;
               v3 =1'b0;
               m0 =1'b0;
               m1 =1'b0;
               m2 =1'b0;
               m3 =1'b0;
               k0 =1'b0;
               k1 =1'b0;
               k2 =1'b0;
               k3 =1'b0;
               ron =1'b0;
               start_enc =1'b1;
               disp =1'b0;
            end
            Output_data: begin
               v0 =1'b0;
               v1 =1'b0;
               v2 =1'b0;
               v3 =1'b0;
               m0 =1'b0;
               m1 =1'b0;
               m2 =1'b0;
               m3 =1'b0;
               k0 =1'b0;
               k1 =1'b0;
               k2 =1'b0;
               k3 =1'b0;
               ron =1'b0;
               start_enc =1'b0;
               disp =1'b0;
            end
            Display: begin
               v0 =1'b0;
               v1 =1'b0;
               v2 =1'b0;
               v3 =1'b0;
               m0 =1'b0;
               m1 =1'b0;
               m2 =1'b0;
               m3 =1'b0;
               k0 =1'b0;
               k1 =1'b0;
               k2 =1'b0;
               k3 =1'b0;
               ron =1'b0;
               start_enc =1'b0;
               disp =1'b1;
            end
            default:begin
               v0 =1'b0;
               v1 =1'b0;
               v2 =1'b0;
               v3 =1'b0;
               m0 =1'b0;
               m1 =1'b0;
               m2 =1'b0;
               m3 =1'b0;
               k0 =1'b0;
               k1 =1'b0;
               k2 =1'b0;
               k3 =1'b0;
               ron =1'b0;
               start_enc =1'b0;
               disp =1'b0;
            end    
        endcase
    end
endmodule

===== flow/run.sh =====
#!/bin/bash
# OpenROAD 26Q1-2900-gdf79404cd8, Yosys 0.63+post, stock flow scripts
make -C /OpenROAD-flow-scripts/flow DESIGN_CONFIG=/design/flow/config.mk WORK_HOME=/design/flow/orfs finish

===== flow/config.mk =====
export PLATFORM = sky130hd
export DESIGN_NAME = AES_wrapper_FSM
export DESIGN_NICKNAME = AES_wrapper_FSM
export VERILOG_FILES = /design/flow/design.v
export SDC_FILE = /design/flow/constraint.sdc
export NUM_CORES = 4
export LEC_CHECK = 1
export CORE_AREA = 10 10 74 74
export DIE_AREA = 0 0 84 84

===== flow/constraint.sdc =====
current_design AES_wrapper_FSM

set clk_period 1.2
set clk_io_pct 0.2

create_clock -name clk0 -period $clk_period [get_ports {clk}]

set non_clock_inputs [all_inputs -no_clocks]
set_input_delay [expr $clk_period * $clk_io_pct] -clock clk0 $non_clock_inputs
set_output_delay [expr $clk_period * $clk_io_pct] -clock clk0 [all_outputs]

==> summary.txt <==
Main metrics from the flow reports.

The run finished with clean final reports. Across all checked pins, the minimum headroom to the slew limit is 89.6%. The met1 layer wirelength in the final routing came out at 769 µm. For this run, design rule violations remaining after detail routing come to 0. The signal on the critical path passes through dlygate4sd2_1. Warnings reported by Yosys during synthesis add up to 1.

The count of final max-slew check failures came out at 0. The clock latency reported for the late side of the worst-skew pair came out at 0.25 ns. The total power draw is 1150 µW.

The final setup violation count came out at 0. The number of rows created at floorplan came out at 23. The combined area of all synthesized cells came out at 727 µm². In this design, the largest share of critical-path delay is due to flip-flops. For the finished layout, the period the worst path requires is 1.13 ns. Once detail routing completed, the nets flagged for antenna violations numbered 0. The detailed-routed wire length on met2 came out at 650 µm. The worst setup path is launched from a register. The die is 84 µm wide. In this run the VDD rail shows a maximum IR drop of 0.918 mV. Measured along the y axis, the die boundary spans 84 µm. The CTS sink count came out at 19. STA reports the tightest min-delay check as being of type in -> async. The pin count of the biggest net entering global routing came out at 20. The number of library cell types mapped by synthesis came out at 12. The cell area power density is 1030 nW/µm². The most frequently used library cell after synthesis is sky130_fd_sc_hd__dfrtp_1. After global routing the overflow that remains totals 0. The number of buffers and inverters on the critical path is 1.

The I/O pin total came out at 20. The area share of the largest cell type after synthesis came out at 62.0%. The via count of the first global-routing pass came out at 559.

The upper clock frequency limit came out at 888 MHz. The number of antenna repair diodes came out at 0. By startpoint and endpoint, the worst setup path is classified as reg -> out.

The count of buffers added on input and output ports is 19. The worst stage delay on the critical path came out at 0.40 ns. The number of flops mapped to enable cells by yosys is 0. Looking at the clock tree report, the H-tree level count equals 1. The last weighted congestion value of the routability-driven placer came out at 0.656. The mean number of vias per cell is 3.55. The number of detailed-routing iterations run before antenna repair came out at 4.

The final timing report lists a hold violation count of 0. Per the synth stats, the proportion of register bits with asynchronous set or reset is 100%. The synthesized chip area reported by yosys came out at 727 µm². Looking at the critical path, the single cell with the biggest stage delay is sky130_fd_sc_hd__dfrtp_1. The clock transition time at the flip-flop clock pins of the worst setup and hold paths came out at 0.07 ns. The total leakage power is 0.000596 µW. The CTS buffer count came out at 3. Dividing the synthesized area by the synthesized cell count gives 14.0 µm². The global router's overall resource usage is 4.30%. The top flip-flop cell by instance count after synthesis is sky130_fd_sc_hd__dfrtp_1.

The floorplan step records an initial core utilization of 18.3%. Per the timing report, the biggest fanout along the worst path comes to 3. The count of hold-fix buffers inserted at cts came out at 0. Clock skew on the completed layout was measured at 0.00416 ns. The count of tool warnings is 25. Clock tree synthesis selected as its root buffer the cell sky130_fd_sc_hd__clkbuf_8. In this run the top signal layer used is met4.

The setup check on the worst reg-to-reg path leaves a slack of 0.30 ns. The cell count after synthesis came out at 52. The critical path depth in cells is 1.

After synthesis, the cell types taking the most area are sky130_fd_sc_hd__dfrtp_1 (62%), sky130_fd_sc_hd__mux2_2 (9.3%), sky130_fd_sc_hd__mux2_4 (8.3%). The layout cell share with drive strength beyond 1 came out at 36.4%. The worst setup path is captured at an output port. Of the available clock period, the critical path in the final layout requires 93.9%. The finished layout cell area is 1120 µm². The number of cell instances on the worst register-to-register path came out at 2. The via count came out at 490. The critical path data arrival time is 0.89 ns. The layout overhead on the synthesized area is 53.9%. Detailed placement reports a standard cell area of 1000 µm². Of all cell types, the one taking the most synthesized area is sky130_fd_sc_hd__dfrtp_1. The most critical setup path has its endpoint at k0. The number of cells in the yosys synthesis report is 52. The transition at the pin with the smallest max-transition slack came out at 0.154 ns. The core area is 3970 µm². The met3 wire length is 89 µm. The first global-routing pass estimated 2.58 mm of wire. The required time reported for the critical path endpoint came out at 0.96 ns. Setup repair after global routing left no endpoint under its margin.

Per the CTS log, the buffer count on the longest clock path is 2. The initial antenna violation count was 0. The synthesized design contains 19 register bits.

The clock tree from TritonCTS is done. Per Yosys stat, the portion of area used by sequential elements is 65.6%. The commonest cells after synthesis are sky130_fd_sc_hd__dfrtp_1 (18), sky130_fd_sc_hd__inv_1 (6), sky130_fd_sc_hd__mux2_2 (6), sky130_fd_sc_hd__nand2_1 (6), sky130_fd_sc_hd__o21ai_0 (6). The routed length per instance is 11.0 µm. The total of max-cap violations came out at 0. The chip footprint came out at 7060 µm². The final routed wirelength across all metal layers came out at 1.52 mm. The violation count after the first detailed-route iteration is 11.
[logic make-up after synthesis]
kind of cell	synth area share (%)
multiplexers	17.6
flip-flops	65.6
buffers and inverters	6.71
AND/OR/NAND/NOR	6.03
AND-OR/OR-AND	4.13
[what timing repair did]
item | CTS | global route
endpoints found under the setup margin | 15 | 0
resized | 15 | 0
setup buffers | 12 | 0
[power by group]
part | total, µW | internal, µW | switching, µW | leakage [µW]
Combinational | 75.1 | 44.5 | 30.6 | 0.000313
Clock | 420 | 230 | 190 | 0.0000255
Sequential | 651 | 649 | 2.76 | 0.000257
[worst min path at each step]
stage | from | end | slack [ns] | cells after the start
after CTS | nrst | state[1]$_DFF_PN0_ | 0.33 | 2
final | nrst | state[1]$_DFF_PN0_ | 0.33 | 2
after global routing | nrst | state[1]$_DFF_PN0_ | 0.34 | 2
[worst reg2reg max path, stage by stage, from the launching register on]
cell,delay (ns)
sky130_fd_sc_hd__dfrtp_1,0.39
sky130_fd_sc_hd__buf_4,0.14
sky130_fd_sc_hd__mux2_4,0.26
[per-layer routing]
layer / global-route usage (%) / up-vias
li1: - / 238
met1: 5.62 / 235
met2: 6.55 / 15
met3: 1.97 / 2
met4: 0.457 / 0
met5: 0 / -
[layout by cell type, fill, tap and decap left out, drive strengths merged]
cell type	synthesis	routed
o21ai	6	6
dfstp	1	1
clkinv	0	1
buf	2	15
and2	1	1
dfrtp	18	18
mux2	10	10
clkdlybuf4s50	0	4
clkbuf	0	3
and2b	1	1
nand2	6	6
or2	1	1
dlygate4sd2	0	15
inv	6	6
[per-stage QoR]
| stage | TNS [ns] | worst slack (ns) | hold slack, ns | util, % | instances |
|---|---|---|---|---|---|
| finish | 0 | 0.0733 | 0.334 | 28.2 | 138 |
| global route | 0 | 0.0230 | 0.338 | 28.2 | 138 |
| CTS | 0 | 0.0539 | 0.332 | 28.2 | 138 |
| detailed placement | -1.26 | -0.158 | 0.429 | 25.2 | 122 |
| global placement | -1.19 | -0.146 | 0.420 | 25.2 | 122 |
| floorplan | 0 | 0.316 | -0.0556 | - | 52 |
[layout make-up]
type / instances / area (µm²)
Multi-Input combinational cell: 25 / 201
Clock inverter: 1 / 5.00
Inverter: 6 / 22.5
Timing Repair Buffer: 34 / 309
Tap cell: 50 / 62.6
Sequential cell: 19 / 477
Fill cell: 396 / 2850
Clock buffer: 3 / 41.3
No activity file was given, so power comes from the tool's default toggle rates.
