==> flow/design.v <==
`timescale 1ns / 1ps
module frequency_divider(
    input Clock_in,
    input Reset,
    output reg Clock_2Hz,
    output reg Clock_5Hz
    );
    reg [25:0] counter1;  
    reg [24:0] counter2;  
    wire Not_reset;
    assign Not_reset=~Reset;
    always @(posedge Clock_in or negedge Not_reset)
    begin
     if(!Not_reset)
     begin
        counter1 <= 25'd0;
        counter2 <= 24'd0;
        Clock_2Hz <= 1'd0;
        Clock_5Hz <= 1'd0;
        end
      else
      begin
        counter1 <= counter1 + 1;
        counter2 <= counter2 + 1;
        if (counter1 == 25'd31249999)
            begin
                Clock_2Hz<=~Clock_2Hz;
                counter1 <= 25'd0;
             end
        if (counter2 == 24'd12499999)
            begin
                Clock_5Hz<=~Clock_5Hz;
                counter2 <= 24'd0;
            end
        end
end 
endmodule
==> flow/run.sh <==
#!/bin/bash
# OpenROAD 26Q1-2900-gdf79404cd8, Yosys 0.63+post, stock flow scripts
make -C /OpenROAD-flow-scripts/flow DESIGN_CONFIG=/design/flow/config.mk WORK_HOME=/design/flow/orfs finish
==> flow/config.mk <==
export PLATFORM = sky130hd
export DESIGN_NAME = frequency_divider
export DESIGN_NICKNAME = frequency_divider
export VERILOG_FILES = /design/flow/design.v
export SDC_FILE = /design/flow/constraint.sdc
export NUM_CORES = 4
export LEC_CHECK = 1
export CORE_UTILIZATION = 50
==> flow/constraint.sdc <==
current_design frequency_divider

set clk_period 5.7
set clk_io_pct 0.2

create_clock -name clk0 -period $clk_period [get_ports {Clock_in}]

set non_clock_inputs [all_inputs -no_clocks]
set_input_delay [expr $clk_period * $clk_io_pct] -clock clk0 $non_clock_inputs
set_output_delay [expr $clk_period * $clk_io_pct] -clock clk0 [all_outputs]
==> run summary <==
Rel. slew slack: 51.8%
Post-CTS Hold Buffers: 0
Worst Tran Pin Value: 0.720 ns
Syn Inst Count: 233
root buffer cell: clkbuf_8
Worst Setup SP: Clock_2Hz$_DFFE_PP0N_
# IOs: 4
final RePlAce weighted congestion: 0.837
path depth of the worst reg2reg path: 7
Post-CTS Repair Setup Buffers: 0
switching part of the total power: 19.5%
Hold Path Origin: Clock_5Hz$_DFFE_PP0N_
Hold Path Stages: 1
Max FO, Critical Path: 2
CP delay by family, top: buffers and inverters
period utilization: 40.3%
max cap viols: 0
Num Clock Sinks: 53
Pwr Density: 215 nW/um^2
average wire per standard cell: 13.7 um
htree depth: 2
skew final: 0.00364 ns
Die Wd: 73.5 um
Internal Power: 0.000473 W
Clock Power Share: 34.8%
via count: 1,662
Die Height: 73.5 um
synthesized cell area: 2550 um^2
# rows: 25
min-delay worst type: reg2reg
largest net degree at the start of global routing: 54
clk buf depth: 2
Iter 0 DRT Violations: 111
Setup CP Type: reg2out
Fillers: 402
Yosys cell types: 37
LEAKAGE: 1.26 nW
crit end category: primary output
Vias/cell: 5.40
grt total ovfl: 0
DRC errors left: 0
area grow syn2layout: 7.05%
CTS clk-pin slew, worst paths: 0.08 ns
sequential power share: 63.9%
Gate Area: 1170 um^2
final hold violation count: 0
Fin Setup TNS: 0 ns
number of global-route vias before repair: 1,686
combinational power share: 1.4%
Log Warnings: 25
Flops after synth: 53
CP max stage cell: clkdlybuf4s50_1
dpl hpwl: 2960 um
PortBufs: 3
Latency at later pin: 0.29 ns
# Cells Yosys: 233
TritonCTS Buffers: 5
Tmin final: 2.30 ns
Reg area: 1330 um^2
post-cts sizing count: 0
Power Total: 0.000588 W
Crit path buffers/inverters: 1
GRT Total Usage: 19.3%
max frequency: 436 MHz
post-route ant nets: 0
Final setup violation count: 0
Crit path depth: 1
RSZ-0062 raised after global routing: no
data arrival time of the worst path: 1.16 ns
WL final: 4220 um
max-slew violations: 0
yosys warns: 1
Placeable Area: 4820 um^2
Worst setup SP type: flop
Init Core Util: 53.0%
hold_ws: 0.467 ns
Critical Path Max Stage Delay: 0.47 ns
Synth Seq Share: 51.9%
syn avg cell area: 11.0 um^2
Pre-antenna DRT Iters: 4
CP cell instances: clkdlybuf4s50_1
first-pass GRT wire length: 7810 um
launch point of the worst reg-to-reg path: counter2[0]$_DFF_PP0_
initial antenna violation count: 0
status: complete, no violations
Worst VDD drop: 0.000100 V
ant diodes: 0
total die size: 5400 um^2
Switching Power: 0.000115 W
layout cell share with drive strength beyond 1: 10.8%
CTS tree: yes
CP required: 4.56 ns
yosys synthesis chip area: 2550 um^2
Final Core Density: 56.8%
## path summary, 6_finish.rpt
check	end	slack (ns)
worst max register to register	counter2[17]$_DFF_PP0_	3.74
worst min register to register	Clock_5Hz$_DFFE_PP0N_	0.47
worst min-delay path	Clock_5Hz$_DFFE_PP0N_	0.47
min in group asynchronous	Clock_2Hz$_DFFE_PP0N_	1.33
max in group asynchronous	counter2[11]$_DFF_PP0_	3.94
worst max-delay path	Clock_2Hz	3.40
## cell usage in the layout, fill, tap and decap left out, types with 3 or more instances in the layout
cell type / instances
nor2_1: 28
clkbuf_8: 6
nand2_1: 11
nand3_1: 26
o31ai_1: 3
nor3_1: 5
xor2_1: 25
nor3_2: 4
dfrtp_1: 53
xnor2_1: 16
and3_1: 9
o211ai_2: 3
clkdlybuf4s50_1: 3
inv_1: 6
nand4_1: 13
## cells in the mapped netlist
library cell	number	area share (%)
nor3_1	5	0.98
nor4bb_1	1	0.39
mux2i_1	1	0.39
xnor2_2	1	0.64
or3_1	1	0.25
and3_1	9	2.2
nor3_2	4	1.6
ha_1	2	0.98
nand4_1	13	3.2
nor2_2	1	0.25
xnor2_1	16	5.5
buf_2	1	0.20
or2_1	1	0.25
and2_4	1	0.34
nor4_4	2	1.7
nor4_1	1	0.25
xor2_1	25	8.6
nand2_1	11	1.6
buf_6	2	0.88
nand3b_1	2	0.59
nand3_2	1	0.39
nand3_1	26	5.1
and4_1	1	0.34
o21ai_0	1	0.20
nand4_2	2	0.98
buf_4	1	0.29
o21ai_1	2	0.39
nor2_1	28	4.1
and2_1	1	0.25
nor2b_1	1	0.25
o211ai_2	3	1.5
inv_1	7	1.0
dfrtp_1	53	52
nor4b_1	1	0.34
o31ai_1	3	0.88
nor4b_4	1	0.93
nor4_2	1	0.49
## registers in the layout, indices dropped and copies added, names as in the netlist
signal / flops
Clock_2Hz: 1
Clock_5Hz: 1
counter1: 26
counter2: 25
## final cells by class
class	instances	area share, %
Timing Repair Buffer	5	1.65
Clock buffer	7	3.16
Inverter	7	0.961
Multi-Input combinational cell	169	42.7
Tap cell	67	3.06
Sequential cell	53	48.5
## power by group through the flow
stage / logic [W] / registers [W] / clock network, W
4_1_cts: 0.00000863 / 0.000376 / 0.000211
5_1_grt: 0.00000978 / 0.000376 / 0.000229
6_report: 0.00000806 / 0.000376 / 0.000204
## metrics by stage
stage,setup WS [ns],cells,area (um^2)
6_report,3.40,308,2740
2_1_floorplan,3.27,233,2550
4_1_cts,3.38,308,2740
3_3_place_gp,3.60,301,2650
3_5_place_dp,3.58,301,2650
5_1_grt,3.33,308,2740
## metal layers
metal  share of wire, %  track usage (%)  vias to the layer above  wire (um)
li1                   -                -                      819          -
met1                 53             33.6                      790       2220
met2                 40             25.9                       49       1690
met3                6.0             5.41                        4        254
met4                1.1             2.14                        0         46
met5                  0                0                        -          0
## logic make-up (layout without fill, tap and decap cells)
family / count (synthesis) / after routing / synth area share [%]
adder cells (fa/ha/maj): 2 / 2 / 0.979
AND/OR/NAND/NOR: 115 / 115 / 26.7
XOR/XNOR: 42 / 42 / 14.7
buffers and inverters: 11 / 19 / 2.40
flip-flops: 53 / 53 / 51.9
multiplexers: 1 / 1 / 0.392
AND-OR/OR-AND: 9 / 9 / 2.94
Power figures rest on the tool's default switching activity, not on a simulated workload.
